File: /design/flow/design.v
module CompUnsigned #(
    parameter Bits = 1
)
(
    input [(Bits -1):0] a,
    input [(Bits -1):0] b,
    output \> ,
    output \= ,
    output \<
);
    assign \> = a > b;
    assign \= = a == b;
    assign \< = a < b;
endmodule 
module divFreq (
    input CLK_IN,        
    output reg CLK_OUT   
);
    reg [23:0] counter = 0;   
    always @(posedge CLK_IN) begin
        if (counter == 100 - 1) begin
            counter <= 0;
            CLK_OUT <= ~CLK_OUT;   
        end else begin
            counter <= counter + 1;
        end
    end
endmodule
module DIG_D_FF_1bit #(
    parameter Default = 0
)
(
   input D,
   input C,
   output Q,
   output \~Q
);
    reg state;
    assign Q = state;
    assign \~Q = ~state;
    always @ (posedge C) begin
        state <= D;
    end
    initial begin
        state = Default;
    end
endmodule
module top (
  input clk,
  input wire DL, DI, DD,
  output pwmmd,
    output wire m1r, m1d,
    output wire m2r, m2d,
    output pwmmi
);
  wire clk_out;
divFreq freq_div (
    .CLK_IN(clk),
    .CLK_OUT(clk_out)
);
  reg dutyb3 = 1'b1;
  reg dutyb2 = 1'b1;
  reg dutyb1 = 1'b0;
  reg dutyb0 = 1'b1;
  wire DL_inv, DI_inv, DD_inv;
  wire s0;			 
  wire s1;			 
  wire s2;
  wire s3;			 
  wire s4;
  wire s5;
  wire s6;
  wire s7;
  wire s8;
  wire s9;			 
  wire s10;
  wire s11;
  wire s12;
  wire s13;
  wire s14;
  wire s15;
  wire s16;
  wire s17;
  CompUnsigned #(
    .Bits(1)
  )
  CompUnsigned_i0 (
    .a( s1 ),
    .b( dutyb3 ),
    .\< ( s11 )
  );
  CompUnsigned #(
    .Bits(1)
  )
  CompUnsigned_i1 (
    .a( s0 ),
    .b( dutyb2 ),
    .\= ( s12 ),
    .\< ( s13 )
  );
  CompUnsigned #(
    .Bits(1)
  )
  CompUnsigned_i2 (
    .a( s3 ),
    .b( dutyb1 ),
    .\= ( s14 ),
    .\< ( s15 )
  );
  CompUnsigned #(
    .Bits(1)
  )
  CompUnsigned_i3 (
    .a( s9 ),
    .b( dutyb0 ),
    .\= ( s16 ),
    .\< ( s17 )
  );
  assign pwmmd = ((((((s12 & s11) | s13) & s14) | s15) & s16) | s17);
  assign s2 = (s0 ^ s1);
  assign s7 = (((s5 & s3) | (s3 & s4)) | ((s6 & s0) & s1));
  DIG_D_FF_1bit #(
    .Default(0)
  )
  DIG_D_FF_1bit_i4 (
    .D( s8 ),
    .C( clk_out),
    .Q( s9 ),
    .\~Q ( s10 )
  );
  DIG_D_FF_1bit #(
    .Default(0)
  )
  DIG_D_FF_1bit_i5 (
    .D( s7 ),
    .C( clk_out ),
    .Q( s3 ),
    .\~Q ( s6 )
  );
  DIG_D_FF_1bit #(
    .Default(0)
  )
  DIG_D_FF_1bit_i6 (
    .D( s2 ),
    .C( clk_out ),
    .Q( s0 ),
    .\~Q ( s4 )
  );
  DIG_D_FF_1bit #(
    .Default(0)
  )
  DIG_D_FF_1bit_i7 (
    .D( s5 ),
    .C( clk_out ),
    .Q( s1 ),
    .\~Q ( s5 )
  );
  assign s8 = ((s1 & (s0 & (s3 & s10))) | (((s4 | s6) | s5) & s9));
  assign DL_inv = ~DL;
  assign DI_inv = ~DI;
  assign DD_inv = ~DD;
  assign m2r= (~DL_inv & ~DD_inv) | (DL_inv & DI_inv & DD_inv);
  assign m1r = (~DL_inv & ~DI_inv) | (~DL_inv & DD_inv);
  assign m2d = (DL_inv & ~DD_inv) | (~DL_inv & DI_inv & DD_inv);
  assign m1d = (DL_inv & ~DI_inv) | (DL_inv & DD_inv);
  assign pwmmi=pwmmd;
endmodule
File: /design/flow/constraint.sdc
current_design top

set clk_period 3.1
set clk_io_pct 0.2

create_clock -name clk0 -period $clk_period [get_ports {clk}]

set non_clock_inputs [all_inputs -no_clocks]
set_input_delay [expr $clk_period * $clk_io_pct] -clock clk0 $non_clock_inputs
set_output_delay [expr $clk_period * $clk_io_pct] -clock clk0 [all_outputs]
File: /design/flow/run.sh
#!/bin/bash
# OpenROAD 26Q1-2900-gdf79404cd8, Yosys 0.63+post, stock flow scripts
make -C /OpenROAD-flow-scripts/flow DESIGN_CONFIG=/design/flow/config.mk WORK_HOME=/design/flow/orfs finish
File: /design/flow/config.mk
export PLATFORM = sky130hd
export DESIGN_NAME = top
export DESIGN_NICKNAME = top
export VERILOG_FILES = /design/flow/design.v
export SDC_FILE = /design/flow/constraint.sdc
export NUM_CORES = 4
export LEC_CHECK = 1
export CORE_AREA = 10 10 90 90
export DIE_AREA = 0 0 100 100
==> impl_metrics.csv <==
group,metric,value,unit
worst_setup_path,slowest_stage,"clkdlybuf4s50_1",
power_and_ir_drop,p_per_area,355,nW/um^2
worst_setup_path,worstSetupEndpointType,"output port",
yosys,ys_area,1270,sq um
route,wl_per_cell,8.99,um
yosys,ys_cells,128,
cts,clk_latency,260,ps
place,dpl_cell_area,1420,sq um
route,wirelength,1.92,mm
place,hpwl,1.45,mm
yosys,yosysSeqAreaShare,46.5,%
floorplanning,fp_util,20.2,%
cts,htreeDepth,1,
route,vias_per_cell,3.98,
grt,grt_pass1_wl,3.47,mm
yosys,syn-cell-area,1270,sq um
grt,grt_max_degree,14,
yosys,ys_sh_mux,1.77,%
yosys,synth_cell_types,30,
timing,post-route-period-util,81.5,%
worst_setup_path,crit_type,"in -> out",
power_and_ir_drop,ir_drop,145,uV
timing,worstMarginPinSlew,365,ps
timing,skew,3.43,ps
floorplanning,dieHeight,100,um
worst_setup_path,path_cells,"clkdlybuf4s50_1 > mux2_2 > clkdlybuf4s50_1",
yosys,synth-edff-count,1,
yosys,synth_cells,128,
grt,overflow,0,
timing,final_hold_viol_count,0,
route,drc,0,
timing,final-setup-viol-count,0,
run,tool_warnings,25,
cts,cts_buffer_depth,2,
worst_setup_path,worst-path-max-fanout,4,
worst_setup_path,worst_ep_required_time,2480,ps
hold_path,worst_hold_path_type,"reg -> reg",
layout,final_util,23.4,%
power_and_ir_drop,power.leakage,0.565,nW
cts,post_cts_resized,0,
cts,postCtsSetupRepairBufs,0,
route,drt_iter0_drc,56,
cts,cts.clk_slew.worst_paths,80,ps
worst_setup_path,cp_common_cell,"clkdlybuf4s50_1",
floorplanning,floorplan.core_area,6280,sq um
layout,stdcell_area,1470,sq um
timing,untimed_endpoints,6,
yosys,ys_warn_count,3,
cts,cts_made_buffers,3,
grt,antenna_found_initial,0,
route,dr.pass1.iters,4,
worst_setup_path,critical_path_arrival,1910,ps
layout,area_growth,15.5,%
floorplanning,io_pins,10,
worst_setup_path,start_kind,"input port",
layout,fillCellCount,668,
floorplanning,rows,29,
timing,setup_tns,0,ps
timing,period_minus_slack,2530,ps
yosys,logic_family,"simple AND/OR/NAND/NOR gates",
yosys,ys_ff,29,
timing,max_freq,0.396,GHz
layout,final_common_cell,"dfxtp_1",
yosys,ys_sh_simple,27.3,%
layout,layout-drive-gt1-share,8.09,%
timing,unclocked_regs,4,
place,globalplace.congestion,0.755,
worst_setup_path,critPathMaxStageDelay,530,ps
timing,slew_headroom,75.7,%
cts,cts_tree,"yes",
cts,cts-root-buf,"clkbuf_8",
yosys,synthXorXnorAreaFrac,16.6,%
yosys,yosys.area_share.aoi,1.38,%
timing,slew_violations,0,
place,io_buffers,9,
run,cap_violations,0,
route,antenna_left,0,
cts,hold_buffers,0,
yosys,syn-mean-instance-area,9.92,sq um
floorplanning,die_width,100,um
floorplanning,chipArea,10000,sq um
route,n_antenna_cell,0,
yosys,async_flop_share,0,%
yosys,synthFlopType,"dfxtp_1",
outcome,outcome,"complete, no violations",
grt,first_global_vias,761,
layout,lay_top_cells,"dfxtp_1 (28), xor2_1 (13), xnor2_1 (11), nor2_1 (11), nand2_1 (11)",
yosys,synthAdderAreaFrac,1.97,%
timing,grt_setup_unrepaired,"no",
grt,track_usage,3.82,%
route,num_vias,848,
## path summary, 6_finish.rpt
kind | startpoint | endpoint | slack (ps) | cells past startpoint
max | DL | m2d | 570 | 3
min | freq_div.counter[23]$_SDFF_PN0_ | freq_div.counter[23]$_SDFF_PN0_ | 460 | 1
max reg2reg | freq_div.counter[0]$_SDFF_PN0_ | freq_div.counter[22]$_SDFF_PN0_ | 1140 | 5
min reg2reg | freq_div.counter[23]$_SDFF_PN0_ | freq_div.counter[23]$_SDFF_PN0_ | 460 | 1
## final cells by class
class,count,area (sq um),share of cell area [%]
timing repair buffer,9,90.1,6.14
tap,77,96.3,6.57
sequential,29,591,40.3
inverter,6,22.5,1.54
clock buffer,4,45.0,3.07
multi-input combinational,88,622,42.4
## Yosys cell counts, types with 2 or more instances
master / instances / share of area, %
nand3_1: 9 / 3.5
nand4_1: 3 / 1.5
buf_4: 2 / 1.2
inv_1: 6 / 1.8
mux2_2: 2 / 1.8
nor4_4: 2 / 3.3
or4_1: 2 / 1.2
ha_1: 2 / 2.0
xor2_1: 13 / 9.0
and4_1: 2 / 1.4
nor2_1: 11 / 3.3
nor4_1: 6 / 3.0
dfxtp_1: 28 / 44
nand2_1: 11 / 3.3
xnor2_1: 11 / 7.6
nor3_1: 4 / 1.6
## where the power goes
group          total [mW]  switching (mW)  internal [mW]
Clock               0.183          0.0910         0.0915
Combinational      0.0154         0.00370         0.0117
Sequential          0.322               0          0.322
Total               0.520          0.0947          0.426
## metrics by stage
stage,instances,hold WS [ps],setup slack [ps],power (mW)
2_1_floorplan,128,430,1340,0.333
3_3_place_gp,209,446,587,0.346
3_5_place_dp,209,447,571,0.346
4_1_cts,213,461,568,0.530
5_1_grt,213,497,509,0.550
6_report,213,458,574,0.520
## sequential cells by signal, indices dropped and copies added, names as in the netlist
signal	flops
DIG_D_FF_1bit_i4.state	1
DIG_D_FF_1bit_i7.state	1
DIG_D_FF_1bit_i5.state	1
DIG_D_FF_1bit_i6.state	1
freq_div.CLK_OUT	1
freq_div.counter	24
## worst max-delay path, delay by kind of cell
kind / cells / cell delay, ps
buffers and inverters: 2 / 940
muxes: 1 / 340
## routing by layer
layer	vias to the layer above	part of all wire, %	track usage, %
li1	449	-	-
met1	384	50	5.74
met2	13	43	5.57
met3	2	5.2	0.763
met4	0	1.6	0.761
met5	-	0	0
## kinds of logic (layout without fill, tap and decap cells)
family          after synthesis  count (layout)
simple gates                 57              57
flops                        29              29
xor+xnor                     24              24
buf+inv                      11              19
compound gates                3               3
fa+ha+maj                     2               2
mux                           2               2
Power is estimated from default activity; no workload was simulated.
